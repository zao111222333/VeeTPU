$ cat design/flow/design.v
module alignment #(parameter WIDTH=52, EXP_W=10)(
    input  [WIDTH  :0] idata0 ,        
    input  [WIDTH  :0] idata1 ,        
    input  [WIDTH  :0] idata2 ,        
    input  [WIDTH  :0] idata3 ,        
    input  [WIDTH  :0] idata4 ,        
    input  [WIDTH  :0] idata5 ,        
    input  [WIDTH  :0] idata6 ,        
    input  [WIDTH  :0] idata7 ,        
    input  [WIDTH  :0] idata8 ,        
    input  [WIDTH  :0] idata9 ,
    input  [WIDTH  :0] idataA ,
    input  [WIDTH  :0] idataB ,
    input  [WIDTH  :0] idataC ,
    input  [WIDTH  :0] idataD ,
    input  [WIDTH  :0] idataE ,
    input  [WIDTH  :0] idataF ,
    input  [EXP_W-1:0] ishift0,    
    input  [EXP_W-1:0] ishift1,    
    input  [EXP_W-1:0] ishift2,    
    input  [EXP_W-1:0] ishift3,    
    input  [EXP_W-1:0] ishift4,    
    input  [EXP_W-1:0] ishift5,    
    input  [EXP_W-1:0] ishift6,    
    input  [EXP_W-1:0] ishift7,    
    input  [EXP_W-1:0] ishift8,    
    input  [EXP_W-1:0] ishift9,
    input  [EXP_W-1:0] ishiftA,
    input  [EXP_W-1:0] ishiftB,
    input  [EXP_W-1:0] ishiftC,
    input  [EXP_W-1:0] ishiftD,
    input  [EXP_W-1:0] ishiftE,
    input  [EXP_W-1:0] ishiftF,
    output [WIDTH  :0] odata0 ,        
    output [WIDTH  :0] odata1 ,        
    output [WIDTH  :0] odata2 ,        
    output [WIDTH  :0] odata3 ,        
    output [WIDTH  :0] odata4 ,        
    output [WIDTH  :0] odata5 ,        
    output [WIDTH  :0] odata6 ,        
    output [WIDTH  :0] odata7 ,        
    output [WIDTH  :0] odata8 ,        
    output [WIDTH  :0] odata9 ,
    output [WIDTH  :0] odataA ,
    output [WIDTH  :0] odataB ,
    output [WIDTH  :0] odataC ,
    output [WIDTH  :0] odataD ,
    output [WIDTH  :0] odataE ,
    output [WIDTH  :0] odataF    
);
assign odata0 = idata0 >>> ishift0;
assign odata1 = idata1 >>> ishift1;
assign odata2 = idata2 >>> ishift2;
assign odata3 = idata3 >>> ishift3;
assign odata4 = idata4 >>> ishift4;
assign odata5 = idata5 >>> ishift5;
assign odata6 = idata6 >>> ishift6;
assign odata7 = idata7 >>> ishift7;
assign odata8 = idata8 >>> ishift8;
assign odata9 = idata9 >>> ishift9;
assign odataA = idataA >>> ishiftA;
assign odataB = idataB >>> ishiftB;
assign odataC = idataC >>> ishiftC;
assign odataD = idataD >>> ishiftD;
assign odataE = idataE >>> ishiftE;
assign odataF = idataF >>> ishiftF;
endmodule              
$ cat design/flow/run.sh
#!/bin/bash
# OpenROAD 26Q1-2900-gdf79404cd8, Yosys 0.63+post, stock flow scripts
make -C /OpenROAD-flow-scripts/flow DESIGN_CONFIG=/design/flow/config.mk WORK_HOME=/design/flow/orfs finish
$ cat design/flow/config.mk
export PLATFORM = sky130hd
export DESIGN_NAME = alignment
export DESIGN_NICKNAME = alignment
export VERILOG_FILES = /design/flow/design.v
export SDC_FILE = /design/flow/constraint.sdc
export NUM_CORES = 4
export LEC_CHECK = 1
export CORE_AREA = 10 10 706 706
export DIE_AREA = 0 0 716 716
$ cat design/flow/constraint.sdc
current_design alignment

set clk_period 3.7
set clk_io_pct 0.2

create_clock -name clk0 -period $clk_period

set non_clock_inputs [all_inputs -no_clocks]
set_input_delay [expr $clk_period * $clk_io_pct] -clock clk0 $non_clock_inputs
set_output_delay [expr $clk_period * $clk_io_pct] -clock clk0 [all_outputs]
==> reports/metrics.yaml <==
status:
  status: "complete, but fails checks"
  violations: "negative setup slack"
grt:
  grt_antenna_before_repair: 294
  grt_overflow_total: 0
  grt_pass1_wl_um: 797000
  track_usage: 0.225
  grt_max_degree: 42
  first_global_vias: 91000
place:
  dp_hpwl_um: 524000
  portBuffers: 1856
  place_area_um2: 111000
  place.gp.congestion: 1.11
sta:
  max_freq_mhz: 264
  holdWs_ps: 2100
  fin_crit_ps: 3790
  finalHoldViolCount: 0
  setup_viol_count_final: 27
  relSlewSlack: 0.570
  finalWorstSetupSlack_ps: -94.4
  post-route-period-util: 1.03
  slew_viol_final: 0
  rsz0062_at_grt: "true"
  finalSetupTns_ps: -554
  worst_pin_slew_ps: 642
min_path:
  hold_path_class: "input port to output pin"
  holdPathStages: 5
  hp-start: "ishiftF[6]"
  hold_path_end: "odataF[12]"
layout:
  regArea_um2: 0
  fillers: 51400
  nClkBuffers: 0
  drive_above_1_share: 0.601
  area_growth_pct: 121
  seq_cells: 0
  fin_util: 0.269
  finalInstanceArea_um2: 130000
detailed_routing:
  routedWlPerCell_um: 30.7
  drc: 0
  drtIter0Drc: 7098
  firstDrtPassIters: 6
  vias: 91600
  routed_wl_um: 594000
  antenna_left: 0
  detail_route.vias_per_cell: 4.73
pwr:
  swShare: 0.499
  p_per_area_nw_per_um2: 128
  power_frac_seq: 0
  leakage_uw: 0.0553
  internal_power_uw: 8290
  ir_worst_vdd_v: 0.0000727
  power_frac_clock: 0
  fin_total_pwr_uw: 16600
  p_comb_frac: 1.000
  p_sw_uw: 8270
synthesis:
  avgSynthCellArea_um2: 7.87
  synth.distinct_cells: 89
  synth_chip_area_um2: 58600
  syn_area_um2: 58600
  postSynthCellCount: 7449
  top_area_frac: 0.267
  topCellsByArea: "mux4_2, mux2i_1, mux2_2"
  ys_seq_share: 0
  ys.warnings.count: 0
  top_area_cell: "mux4_2"
  yosysCellCount: 7449
critical_path:
  cp-start-kind: "input port"
  endpoint_kind: "output pin"
  required_ps: 2960
  criticalPathCategory: "input port to output pin"
  cp_max_fo: 8
  crit_arrival_ps: 3050
floorplanning:
  rows: 255
  core_um2: 482000
  die-area_um2: 513000
  die_w_um: 716
  io_pins: 1856
  fp-utilization: 0.121
  die_h_um: 716
run:
  max-cap-violations: 0
  warnings: 34
clock_tree:
  postCtsHoldBufs: 0
power by group through the flow:
| stage | clock network (uW) | logic [uW] | registers, uW |
|---|---|---|---|
| after CTS | 0 | 15700 | 0 |
| after global routing | 0.00353 | 17300 | 0 |
| final | 0.00492 | 16600 | 0 |
metrics by stage:
step	setup slack, ps	cells
2_1_floorplan	505	7449
3_3_place_gp	-1160	18600
3_5_place_dp	-1210	18600
4_1_cts	-251	19100
5_1_grt	-87.2	19300
6_report	-94.4	19300
worst max path at each step:
stage | from | endpoint | slack [ps]
6_report | ishift8[2] | odata8[4] | -90
5_1_grt | ishift8[8] | odata8[4] | -90
4_1_cts | ishift8[0] | odata8[18] | -250
cells in the mapped netlist (all sizes together), types with 40 or more instances:
cell / number
o22a: 40
a211oi: 132
mux2i: 842
mux2: 500
o21a: 41
nor2b: 74
mux4: 701
clkbuf: 323
a31oi: 84
nand3: 153
o221ai: 77
o22ai: 153
nand2: 986
a2bb2oi: 43
inv: 71
a22oi: 102
o211ai: 140
and3: 51
and2: 97
a21oi: 381
o21ai: 340
nand2b: 67
nor2: 875
buf: 420
or3: 63
nor3: 189
repair_timing:
action	4_1_cts	5_1_grt
resized	4492	1169
buffers inserted	551	202
pin swaps	697	399
setup endpoints to repair	820	507
cloned	30	6
cell usage in the layout, fill, tap and decap left out, types with 146 or more instances in the layout:
cell type        Yosys  routed
a21oi_1            380     207
buf_12               1     251
buf_4               90    3582
buf_6               53     468
clkdlybuf4s50_1      0     328
diode_2              0     146
dlygate4sd2_1        0     853
mux2_2             500     289
mux2_4               0     211
mux2i_1            841     571
mux2i_2              1     161
mux4_2             695     700
nand2_1            986     860
nor2_1             875     627
nor2_2               0     147
routing by layer:
| metal | GRT usage | vias to the layer above | part of all wire |
|---|---|---|---|
| met5 | 0 | - | 0.0012 |
| met4 | 0.104 | 102 | 0.061 |
| met3 | 0.0687 | 1133 | 0.092 |
| met2 | 0.344 | 4385 | 0.44 |
| met1 | 0.290 | 45900 | 0.40 |
| li1 | - | 40100 | - |
worst max-delay path, cell delays in order:
cell and delay, ps:
buf_16 130, buf_6 130, buf_16 130, buf_4 130, mux4_2 310, buf_6 120, mux2i_2 60, nand2_1 80
o211ai_1 240, or2_4 320, a221oi_4 350, buf_6 200, buf_6 90
layout make-up:
class              instances  area [um^2]  area share
repair buffers          6071        54300       0.419
inverters                 90          367     0.00283
diodes                   146          365     0.00282
well taps               6425         8040      0.0620
multi-input cells       6616        66600       0.514
kinds of logic (layout without fill, tap and decap cells):
group,count (synthesis),count (layout),synth area share
AND-OR/OR-AND,1878,1878,0.216
AND/OR/NAND/NOR,2695,2695,0.203
buffers and inverters,833,6161,0.0710
other,0,146,0
multiplexers,2043,2043,0.510
Power figures rest on the tool's default switching activity, not on a simulated workload.
